File: flow/run.sh
#!/bin/bash
# OpenROAD 26Q1-2900-gdf79404cd8, Yosys 0.63+post, stock flow scripts
make -C /OpenROAD-flow-scripts/flow DESIGN_CONFIG=/design/flow/config.mk WORK_HOME=/design/flow/orfs finish
File: flow/config.mk
export PLATFORM = sky130hd
export DESIGN_NAME = blinky
export DESIGN_NICKNAME = blinky
export VERILOG_FILES = /design/flow/design.v
export SDC_FILE = /design/flow/constraint.sdc
export NUM_CORES = 4
export LEC_CHECK = 1
export CORE_AREA = 10 10 100 100
export DIE_AREA = 0 0 110 110
File: flow/constraint.sdc
current_design blinky

set clk_period 5.0
set clk_io_pct 0.2

create_clock -name clk0 -period $clk_period [get_ports {clkin}]

set non_clock_inputs [all_inputs -no_clocks]
set_input_delay [expr $clk_period * $clk_io_pct] -clock clk0 $non_clock_inputs
set_output_delay [expr $clk_period * $clk_io_pct] -clock clk0 [all_outputs]
File: flow/design.v
module blinky(input logic clkin, input logic enable, output logic[14:3] leds);
    logic[31:0] counter = 0;
    logic[14:3] ledsState = 0;
    assign leds[14:3] = ledsState[14:3];
    always_ff @ (posedge clkin)
    begin
        counter <= counter + 1;
        if (enable)
            ledsState[14:3] <= counter[28:17];
    end
endmodule
==> impl_metrics.json <==
{
  "worstMarginPinSlew_ps": 489,
  "syn_avg_cell_area_um2": 12.0,
  "log.warning_count": 25,
  "cap_viol_max_count": 0,
  "synth_area_um2": 1520,
  "power_switching_mw": 0.111,
  "yosysWarnings": 1,
  "ys.flops": 41,
  "antenna_violating_nets_post_route": 0,
  "max-vdd-ir-drop_uv": 118,
  "hold_path_class": "reg -> reg",
  "post_route_cells_drive_above_1_share": 0.0828,
  "grt_start_max_net_pins": 14,
  "design.core.area_um2": 7810,
  "critical_path.endpoint_type": "output port",
  "route.vias.total": 881,
  "report.final.slew_viol_count": 0,
  "grt_pass1_vias": 830,
  "setup-violations-final": 0,
  "count_of_fill_cells_added_during_filler_insertion": 830,
  "final_period_minus_worst_setup_slack_ps": 2100,
  "timing.final.hold_violations": 0,
  "ys_cells": 127,
  "crit_path_max_incr_delay_ps": 480,
  "num_antenna_cells": 0,
  "cts-htree-levels": 2,
  "outcome": "finished clean",
  "combPwrFrac": 0.017,
  "buffer_ports.inserted": 13,
  "gpl.final_weighted_congestion": 0.692,
  "cts.clk_slew.worst_paths_ps": 70,
  "leakage_power_nw": 0.725,
  "power_frac_clock": 0.430,
  "drt_first_iter_violations": 38,
  "sequentialPowerShare": 0.553,
  "cell_internal_power_mw": 0.517,
  "cts_inserted_buffers": 5,
  "resized_after_cts": 0,
  "critical_path_peak_fanout": 1,
  "critical_path.startpoint_type": "flop",
  "synth.lib_cells_used.distinct": 21,
  "clock.latency.late_pin_ps": 280,
  "grt_first_pass_wirelength_um": 3730,
  "grtUsageTotal": 0.0370,
  "die.size.x_um": 110,
  "whs_ps": 399,
  "grt_antenna_before_repair": 0,
  "clock-skew-final_ps": 4.28,
  "cpLargestDelayFamily": "buffers and inverters",
  "clock-root-buffer": "clkbuf_8",
  "fin_crit_sh": 0.420,
  "post-cts-setup-buffers": 0,
  "grt_overflow": 0,
  "pin_count": 14,
  "clockBufferDepth": 2,
  "power_mw": 0.628,
  "timing.critical_path.arrival_ps": 1100,
  "die_area_um2": 12100,
  "worstPathRequired_ps": 4000,
  "fp.dieH_um": 110,
  "critical-path-slowest-cell": "clkdlybuf4s50_1",
  "syn_inst": 127,
  "totalWireLength_um": 2180,
  "place.detailed.hpwl_um": 1510,
  "max_freq_ghz": 0.476,
  "cts_tree": "built",
  "synth_seq_share": 0.620,
  "holdBufCountCts": 0,
  "floorplan.initialDensity": 0.194,
  "routed_via_density": 3.57,
  "swShare": 0.177,
  "detail_route.drc_violations": 0,
  "slew_headroom": 0.673,
  "cp.buffers_inverters": 1,
  "rsz0062_at_grt": "false",
  "critPathKind": "reg -> out",
  "cts.sink_count": 41,
  "ys_chip_area_um2": 1520,
  "timing.critical_path.cells": "clkdlybuf4s50_1",
  "setup_total_negative_slack_ps": 0,
  "number_of_detailed_routing_iterations_run_before_antenna_repair": 4,
  "power_per_cell_area_nw_per_um2": 335,
  "avgRoutedWirePerCell_um": 8.83,
  "syn2layout_area_growth_pct": 23.6,
  "rows": 32
}
==> placed cells by master (no fill, tap or decap) <==
cell	netlist	final
nand4_2	1	1
nand3_1	8	8
and3_1	3	3
inv_1	5	5
clkinvlp_4	0	1
nor4_2	3	3
and2b_1	1	1
nand2_1	9	9
nor4_1	5	5
xor2_1	18	18
dfxtp_1	29	29
nor2_1	6	6
ha_1	1	1
nor3_1	6	6
clkbuf_8	0	6
bufinv_16	0	1
xnor2_1	9	9
or3_1	2	2
clkdlybuf4s50_1	0	13
nand4_1	4	4
and4_1	2	2
edfxtp_1	12	12
==> per-layer routing <==
layer  global-route usage  up-vias  wire length (um)
met5                    0        -                 0
met3               0.0141        4               183
met2               0.0517       16               823
met4              0.00743        0                29
li1                     -      474                 -
met1               0.0538      387              1150
==> power by group through the flow <==
stage	logic (mW)	registers, mW	clock network [mW]
CTS	0.0115	0.347	0.275
global route	0.0119	0.348	0.286
finish	0.0109	0.347	0.270
==> cells in the mapped netlist (all sizes together) <==
cell type	instances	area share
and2b	1	0.0049
nand2	9	0.022
edfxtp	12	0.24
buf	1	0.0074
nand4	5	0.025
xor2	18	0.10
and3	3	0.012
ha	1	0.0082
nor4	8	0.045
inv	5	0.012
and4	2	0.012
nor3	6	0.020
clkbuf	2	0.0058
xnor2	9	0.052
dfxtp	29	0.38
nand3	8	0.026
nor2	6	0.015
or3	2	0.0082
==> registers in the layout, summed over array words and instances, names as in the netlist <==
| signal | flops |
|---|---|
| ledsState | 12 |
| counter | 29 |
==> metrics by stage <==
stage                     cell area, um2  instances  setup slack, ps   util
after floorplan                     1520        127             3460      -
after global placement              1760        239             2840  0.225
after detailed placement            1760        239             2840  0.225
after CTS                           1880        247             2870  0.240
after global routing                1880        247             2840  0.240
final                               1880        247             2900  0.240
==> cell families (layout without fill, tap and decap cells) <==
logic type | Yosys count | after routing | share of synthesized area
and+or+nand+nor | 50 | 50 | 0.190
DFF | 41 | 41 | 0.620
xor gates and xnor gates | 27 | 27 | 0.156
buffers and inverters | 8 | 26 | 0.0256
adders and majority gates | 1 | 1 | 0.00824
==> final timing paths <==
| path | startpoint | to | slack, ps | cells after the start |
|---|---|---|---|---|
| max reg2reg | counter[8]$_DFF_P_ | counter[21]$_DFF_P_ | 3140 | 4 |
| max | ledsState[14]$_DFFE_PP_ | leds[14] | 2900 | 1 |
| min | counter[0]$_DFF_P_ | counter[0]$_DFF_P_ | 400 | 1 |
| min reg2reg | counter[0]$_DFF_P_ | counter[0]$_DFF_P_ | 400 | 1 |
==> final cells by class <==
class	instances	area, um2	area share
sequential	41	941	0.502
multi-input combinational	78	538	0.287
timing repair buffer	13	130	0.0694
tap	102	128	0.0680
clock buffer	6	82.6	0.0440
clock inverter	2	37.5	0.0200
inverter	5	18.8	0.0100
Power figures rest on the tool's default switching activity, not on a simulated workload.
